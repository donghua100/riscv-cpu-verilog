## run.sh

```bash
#!/bin/bash
# OpenROAD 26Q1-2900-gdf79404cd8, Yosys 0.63+post, stock flow scripts
make -C /OpenROAD-flow-scripts/flow DESIGN_CONFIG=/design/flow/config.mk WORK_HOME=/design/flow/orfs finish
```

## design.v

```verilog
module ALU(
	input [3:0]			Alu_op,
	input [64 -1:0]	A,
	input [64 -1:0]	B,
	output [64-1:0]  Alu_out
);
	reg [64-1:0] alu_out;
	always @(*) begin
		case(Alu_op)
			4'd0:alu_out = A + B;
			4'd1:alu_out = A - B;
			4'd2:alu_out = A & B;
			4'd3 :alu_out = A | B;
			4'd4:alu_out = A ^ B;
			default:alu_out = A;
		endcase
	end
	assign Alu_out = alu_out;
endmodule
module BrCond(
	input [2:0]			Br_sel,
	input [64-1:0]	A,
	input [64-1:0]	B,
	output				taken
);
	wire eq,neq,lt,ge,ltu,geu;
	assign eq = (A==B)?1'b1:1'b0;
	assign neq = !eq;
	assign lt = (A[64-1]==B[64-1])?(A[64-2:0]<B[64-2:0]):(A[64-1]==1);
	assign ge = !lt;
	assign ltu = (A<B)?1'b1:1'b0;
	assign geu = !ltu;
	assign taken = (Br_sel == 3'd1 && eq) || (Br_sel == 3'd2 && neq) ||
					(Br_sel == 3'd3 && lt) || (Br_sel == 3'd4 && ge) ||
					(Br_sel == 3'd5 && ltu) || (Br_sel == 3'd6 && geu);
endmodule
module Control(
	input [31:0]		inst,
	output [2:0]		Imm_sel,
	output				A_sel,
	output				B_sel,
	output [3:0]		Alu_op,
	output				MemRen,
	output				MemWen,
	output				RegWen,
	output [1:0]		Wb_sel,
	output [2:0]		Br_sel
);
	reg [2:0] Imm_sel_R;
	reg A_sel_R;
	reg B_sel_R;
	reg [3:0] Alu_op_R;
	reg MemRen_R;
	reg MemWen_R;
	reg RegWen_R;
	reg [1:0] Wb_sel_R;
	reg [2:0] Br_sel_R;
	always @(*) begin
		casez (inst)
			32'b???????_?????_000_?????_0010011:begin
				Imm_sel_R		= 3'd1;
				A_sel_R			= 1'd0;
				B_sel_R			= 1'd1;
				Alu_op_R		= 4'd0;
				MemRen_R		= 1'd0;
				MemWen_R		= 1'd0;
				RegWen_R		= 1'd1;
				Wb_sel_R		= 2'd0;
				Br_sel_R		= 3'd0;
			end
			default:begin
				Imm_sel_R		= 3'd0;
				A_sel_R			= 1'd0;
				B_sel_R			= 1'd0;
				Alu_op_R		= 4'd15;
				MemRen_R		= 1'd0;
				MemWen_R		= 1'd0;
				RegWen_R		= 1'd0;
				Wb_sel_R		= 2'd0;
				Br_sel_R		= 3'd0;
			end
		endcase
	end
	assign Imm_sel		= Imm_sel_R;
	assign A_sel		= A_sel_R;
	assign B_sel		= B_sel_R;
	assign Alu_op		= Alu_op_R;
	assign MemRen		= MemRen_R;
	assign MemWen		= MemWen_R;
	assign RegWen		= RegWen_R;
	assign Wb_sel		= Wb_sel_R;
	assign Br_sel		= Br_sel_R;
endmodule
module Forward(
	input	[4:0]	id_ex_rs1,
	input	[4:0]	id_ex_rs2,
	input			ex_mem_Rwen,
	input	[4:0]	ex_mem_rd,
	input			mem_wb_Rwen,
	input	[4:0]	mem_wb_rd,
	output	[1:0]	FwdA_sel,
	output	[1:0]	FwdB_sel
);
	reg [1:0] FwdA_sel_R;
	reg [1:0] FwdB_sel_R;
	always@(*) begin
		FwdA_sel_R = 2'd0;
		FwdB_sel_R = 2'd0;
		if (ex_mem_Rwen==1'd1 && 
			ex_mem_rd != 0 && 
			(id_ex_rs1 == ex_mem_rd)) FwdA_sel_R = 2'd1;
		if (ex_mem_Rwen==1'd1 && 
			ex_mem_rd != 0 && 
			(id_ex_rs2 == ex_mem_rd)) FwdB_sel_R = 2'd1;
		if (mem_wb_Rwen==1'd1 &&
			mem_wb_rd != 0 &&
			!(ex_mem_Rwen == 1'd1 &&
			ex_mem_rd != 0 &&
			id_ex_rs1 == ex_mem_rd) &&
			(id_ex_rs1 == mem_wb_rd)) FwdA_sel_R = 2'd2;
		if (mem_wb_Rwen==1'd1 &&
			mem_wb_rd != 0 &&
			!(ex_mem_Rwen == 1'd1 &&
			ex_mem_rd != 0 &&
			id_ex_rs2 == ex_mem_rd) &&
			(id_ex_rs2 == mem_wb_rd)) FwdB_sel_R = 2'd2;
	end
	assign FwdA_sel = FwdA_sel_R;
	assign FwdB_sel = FwdB_sel_R;
endmodule
module Hazard(
	input	[4:0]	rs1,
	input	[4:0]	rs2,
	input	[4:0]	id_ex_rd,
	input			id_ex_Mren,
	output			stall
);
	assign stall = (id_ex_Mren && (rs1 == id_ex_rd || rs2 == id_ex_rd)?1'b1:1'b0);
endmodule
module ID(
	input [31:0]		inst,
	output [4:0]		rs1,
	output [4:0]		rs2,
	output [4:0]		rd
);
	assign	rd		= inst[11:7];
	assign	rs1		= inst[19:15];
	assign	rs2		= inst[24:20];
endmodule
module Immgen(
	input [31:0]		inst,
	output [64-1:0]	immI,
	output [64-1:0]	immS,
	output [64-1:0]	immB,
	output [64-1:0]	immU,
	output [64-1:0]	immJ
);
	assign	immI = {{52{inst[31]}}, inst[31:20]};
	assign	immS = {{52{inst[31]}}, inst[31:25], inst[11:7]};
	assign	immB = {{51{inst[31]}}, inst[31], inst[7], inst[30:25], inst[11:8],1'b0};
	assign	immU = {{32{inst[31]}}, inst[31:12], {12{1'b0}}};
	assign	immJ = {{43{inst[31]}}, inst[31], inst[19:12], inst[20], inst[30:21],1'b0};
endmodule
module RegFile(
	input				clk,
	input				wen,
	input [4:0]			rs1,
	input [4:0]			rs2,
	input [4:0]			rd,
	input [64-1:0]	wdata,
	output [64-1:0]	rdata1,
	output [64-1:0]	rdata2
);
	reg [64-1:0] Regs [31:0];
	integer i = 0;
	initial begin
		for (i = 0; i < 32; i = i+1) begin
			Regs[i] = 0;
		end
	end
	always @(posedge clk) begin
		if(wen && rd!=0) Regs[rd] = wdata;
		else Regs[0] = 0;
	end
	assign rdata1 = Regs[rs1];
	assign rdata2 = Regs[rs2];
endmodule
module top(
	input					clk,
	input					rst,
	input	[31:0]			inst,
	input	[64-1:0]		mrdata,
	output					mren,
	output					mwen,
	output	[64-1:0]		addr,
	output	[64-1:0]		mwdata,
	output	[64-1:0]		pc_out 
);
	reg		[64-1:0]		pc = 64'h80000000;
	wire	[64-1:0]		pc4, dnpc;
	wire	[4:0]			rs1, rs2, rd;
	wire	[64-1:0]		rdata1, rdata2, wdata;
	wire					RegWen;
	wire	[2:0]			Imm_sel;
	wire					A_sel,B_sel;
	wire	[3:0]			Alu_op;
	wire					MemRen,MemWen;
	wire	[1:0]			Wb_sel;
	wire	[2:0]			Br_sel;
	wire					taken;
	wire	[64-1:0]		Imm, immI, immS, immB, immU, immJ;
	wire	[64-1:0]		A, B, Alu_out;
	wire	[64-1:0]		l_rdata1,l_rdata2;
	wire	[1:0]			FwdA_sel,FwdB_sel;
	wire					stall;
	reg		[31:0]			if_id_inst;
	reg		[64 -1:0]	if_id_pc;
	reg		[4:0]			id_ex_rs1;
	reg		[4:0]			id_ex_rs2;
	reg		[64-1:0]		id_ex_rdata1;
	reg		[64-1:0]		id_ex_rdata2;
	reg		[64-1:0]		id_ex_Imm;
	reg		[64-1:0]		id_ex_pc;
	reg		[4:0]			id_ex_rd;
	reg						id_ex_A_sel;
	reg						id_ex_B_sel;
	reg		[3:0]			id_ex_Alu_op;
	reg		[2:0]			id_ex_Br_sel;
	reg						id_ex_Mren;
	reg						id_ex_Mwen;
	reg						id_ex_Rwen;
	reg		[1:0]			id_ex_Wb_sel;
	reg		[64-1:0]		ex_mem_Alu_out;
	reg		[64-1:0]		ex_mem_pc;
	reg		[64-1:0]		ex_mem_rdata2;
	reg		[4:0]			ex_mem_rd;
	reg						ex_mem_Mren;
	reg						ex_mem_Mwen;
	reg						ex_mem_Rwen;
	reg		[1:0]			ex_mem_Wb_sel;
	reg		[64-1:0]		mem_wb_mdata;
	reg		[64-1:0]		mem_wb_Alu_out;
	reg		[64-1:0]		mem_wb_pc;
	reg		[1:0]			mem_wb_Wb_sel;
	reg		[4:0]			mem_wb_rd;
	reg						mem_wb_Rwen;
	always @(posedge clk) begin
		if (rst) begin
			if_id_pc <= 64'h0;
			if_id_inst <= 32'b0000000_00000_000_00000_0000000;
		end
		else begin
			if_id_pc <= pc;
			if_id_inst <= inst;
		end
	end
	ID  id(.inst(inst),
		.rs1(rs1),
		.rs2(rs2),
		.rd(rd));
	Hazard hzd(.rs1(rs1),
				.rs2(rs2),
				.id_ex_rd(id_ex_rd),
				.id_ex_Mren(id_ex_Mren),
				.stall(stall));
	RegFile regfile(.clk(clk),
		.wen(mem_wb_Rwen),
		.rs1(rs1),
		.rs2(rs2),
		.rd(mem_wb_rd),
		.wdata(wdata),
		.rdata1(rdata1),
		.rdata2(rdata2));
	Control ctrl(.inst(inst),
		.Imm_sel(Imm_sel),
		.A_sel(A_sel),
		.B_sel(B_sel),
		.Alu_op(Alu_op),
		.MemRen(MemRen),
		.MemWen(MemWen),
		.RegWen(RegWen),
		.Wb_sel(Wb_sel),
		.Br_sel(Br_sel));
	Immgen immgen(.inst(inst),
		.immI(immI),
		.immS(immS),
		.immB(immB),
		.immU(immU),
		.immJ(immJ));
	assign Imm = (Imm_sel == 3'd1 ? immI:
				(Imm_sel == 3'd2 ? immS : 
				(Imm_sel == 3'd3 ? immB:
				(Imm_sel == 3'd4 ? immU :
				(Imm_sel == 3'd5 ? immJ:0)))));
	always @(posedge clk) begin
		if (rst) begin
			id_ex_rs1		<= 0;
			id_ex_rs2		<= 0;
			id_ex_rdata1	<= 0;
			id_ex_rdata2	<= 0;
			id_ex_Imm		<= 0;
			id_ex_pc		<= 0;
			id_ex_rd		<= 0;
			id_ex_A_sel		<= 1'd0;
			id_ex_B_sel		<= 1'd0;
			id_ex_Alu_op	<= 4'd15;
			id_ex_Br_sel	<= 3'd0;
			id_ex_Mren		<= 1'd0;
			id_ex_Mwen		<= 1'd0;
			id_ex_Rwen		<= 1'd0;
			id_ex_Wb_sel	<= 2'd0;
		end
		else if (stall) begin
			id_ex_rs1		<= 0;
			id_ex_rs2		<= 0;
			id_ex_rdata1	<= 0;
			id_ex_rdata2	<= 0;
			id_ex_Imm		<= 0;
			id_ex_pc		<= 0;
			id_ex_rd		<= 0;
			id_ex_A_sel		<= 1'd0;
			id_ex_B_sel		<= 1'd0;
			id_ex_Alu_op	<= 4'd15;
			id_ex_Br_sel	<= 3'd0;
			id_ex_Mren		<= 1'd0;
			id_ex_Mwen		<= 1'd0;
			id_ex_Rwen		<= 1'd0;
			id_ex_Wb_sel	<= 2'd0;
		end
		else begin
			id_ex_rs1		<= rs1;
			id_ex_rs2		<= rs2;
			id_ex_rdata1	<= rdata1;
			id_ex_rdata2	<= rdata2;
			id_ex_Imm		<= Imm;
			id_ex_pc		<= if_id_pc;
			id_ex_rd		<= rd;
			id_ex_A_sel		<= A_sel;
			id_ex_B_sel		<= B_sel;
			id_ex_Alu_op	<= Alu_op;
			id_ex_Br_sel	<= Br_sel;
			id_ex_Mren		<= MemRen;
			id_ex_Mwen		<= MemWen;
			id_ex_Rwen		<= RegWen;
			id_ex_Wb_sel	<= Wb_sel;
		end
	end
	assign l_rdata1 = (FwdA_sel == 2'd1 ? ex_mem_Alu_out:
					  (FwdA_sel	== 2'd2 ? wdata : id_ex_rdata1));
	assign l_rdata2 = (FwdB_sel == 2'd1 ? ex_mem_Alu_out:
					  (FwdB_sel == 2'd2 ? wdata : id_ex_rdata2));
	assign A = (id_ex_A_sel == 1'd0 ? l_rdata1:
				(id_ex_A_sel == 1'd1 ? id_ex_pc : 0));
	assign B = (id_ex_B_sel == 1'd0 ? l_rdata2:
				(id_ex_B_sel == 1'd1 ? id_ex_Imm:0));
	ALU alu(.Alu_op(id_ex_Alu_op),
		.A(A),
		.B(B),
		.Alu_out(Alu_out));
	BrCond br(.Br_sel(id_ex_Br_sel),
		.A(id_ex_rdata1),
		.B(id_ex_rdata2),
		.taken(taken));
	assign pc4  = pc + 4;
	assign dnpc = pc + Imm;
	assign pc_out = pc;
	always @(posedge clk or posedge rst) begin
		if (rst) pc <= 64'h80000000;
		else begin
			if (!taken) pc <= pc4;
			else pc <= dnpc;
		end
	end
	always @(posedge clk) begin
		if (rst) begin
			ex_mem_Alu_out	<= 0;
			ex_mem_pc		<= 0;
			ex_mem_rdata2	<= 0;
			ex_mem_rd		<= 0;
			ex_mem_Mren		<= 1'd0;
			ex_mem_Rwen		<= 1'd0;
			ex_mem_Rwen		<= 1'd0;
			ex_mem_Wb_sel	<= 2'd0;
		end
		else begin
			ex_mem_Alu_out	<= Alu_out;
			ex_mem_pc		<= id_ex_pc;
			ex_mem_rdata2	<= id_ex_rdata2;
			ex_mem_rd		<= id_ex_rd;
			ex_mem_Mren		<= id_ex_Mren;
			ex_mem_Mwen		<= id_ex_Mwen;
			ex_mem_Rwen		<= id_ex_Rwen;
			ex_mem_Wb_sel	<= id_ex_Wb_sel;
		end
	end
	assign addr		= ex_mem_Alu_out;
	assign mwdata	= ex_mem_rdata2;
	assign mwen		= ex_mem_Mwen;
	assign mren		= ex_mem_Mren;
	always @(posedge clk) begin
		if (rst) begin
			mem_wb_mdata	<= 0;
			mem_wb_Alu_out	<= 0;
			mem_wb_pc		<= 0;
			mem_wb_Wb_sel	<= 2'd0;
			mem_wb_Rwen		<= 1'd0;
			mem_wb_rd		<= 0;
		end
		else begin
			mem_wb_mdata	<= mwdata;
			mem_wb_Alu_out	<= ex_mem_Alu_out;
			mem_wb_pc		<= ex_mem_pc;
			mem_wb_Wb_sel	<= ex_mem_Wb_sel;
			mem_wb_Rwen		<= ex_mem_Rwen;
			mem_wb_rd		<= ex_mem_rd;
		end
	end
	assign wdata = (mem_wb_Wb_sel == 2'd0 ? mem_wb_Alu_out:
				(mem_wb_Wb_sel == 2'd1 ? mem_wb_mdata :0));
	Forward fwd(.id_ex_rs1(id_ex_rs1),
				.id_ex_rs2(id_ex_rs2),
				.ex_mem_Rwen(ex_mem_Rwen),
				.ex_mem_rd(ex_mem_rd),
				.mem_wb_Rwen(mem_wb_Rwen),
				.mem_wb_rd(mem_wb_rd),
				.FwdA_sel(FwdA_sel),
				.FwdB_sel(FwdB_sel));
endmodule
```

## config.mk

```make
export PLATFORM = sky130hd
export DESIGN_NAME = top
export DESIGN_NICKNAME = top
export VERILOG_FILES = /design/flow/design.v
export SDC_FILE = /design/flow/constraint.sdc
export NUM_CORES = 4
export LEC_CHECK = 1
export CORE_UTILIZATION = 30
```

## constraint.sdc

```tcl
current_design top

set clk_period 34.1
set clk_io_pct 0.2

create_clock -name clk0 -period $clk_period [get_ports {clk}]

set non_clock_inputs [all_inputs -no_clocks]
set_input_delay [expr $clk_period * $clk_io_pct] -clock clk0 $non_clock_inputs
set_output_delay [expr $clk_period * $clk_io_pct] -clock clk0 [all_outputs]
```

==> results.json <==
{
  "outcome": "complete, no violations",
  "drt_iter0_drc": 3793,
  "die-area_sq_um": 378600,
  "leakage_nw": 48.39,
  "drv_cap": 0,
  "antenna_left": 0,
  "routed_wirelength_um": 343300,
  "io_pins": 292,
  "power_mw": 6.538,
  "crit_type": "in2reg",
  "fp.dieH_um": 615.3,
  "synth.most_common_cell": "edfxtp_1",
  "fp_util": 0.3023,
  "syn-instance-count": 6046,
  "synth_area_per_cell_sq_um": 18.67,
  "worst_hold_slack_ns": 0.4369,
  "critical_path.max_fanout": 77,
  "clkTransAtPathRegs_ns": 0.06,
  "area_delta_synth_final_pct": 15.94,
  "core-area_sq_um": 373300,
  "cts_tree": "yes",
  "dpl_cell_area_sq_um": 121800,
  "ff2ff_path_depth": 22,
  "tns_ns": 0,
  "ff2ff_setup_slack_ns": 26.91,
  "grt_pass1_vias": 68790,
  "swShare": 0.2230,
  "cp-endpoint": "id_ex_rdata1[7]",
  "grt_pass1_wl_um": 492500,
  "vias": 61850,
  "grt.total_usage": 0.1938,
  "cpMaxStageDelayCell": "buf_4",
  "relSlewSlack": 0.2751,
  "ff_type": "edfxtp_1",
  "post_cts_buffers": 0,
  "fin_crit_ns": 10.73,
  "cts-root-buf": "clkbuf_16",
  "finalMaxSlewViolations": 0,
  "crit_path_end_kind": "register",
  "tightest_slew_ns": 1.087,
  "rsz0062_at_grt": "no",
  "antenna_found_initial": 9,
  "r2r-end": "ex_mem_Alu_out[60]",
  "drc_errors": 0,
  "arrival_ns": 11.47,
  "place_ws_ns": 22.41,
  "vdd_drop_max_mv": 0.03720,
  "crit_top_cell": "buf_4",
  "finalWeightedCongestion": 0.9301,
  "worstReg2RegStart": "mem_wb_rd[0]",
  "cts_sinks": 2471,
  "fin_skew_ns": 0.09401,
  "ys_area_sq_um": 112900,
  "synth-async-reset-ratio": 0.02509,
  "cts_resized": 0,
  "power_frac_comb": 0.047,
  "clock_latency_ns": 0.94,
  "layout_setup_ws_ns": 23.37,
  "wl_per_cell_um": 29.74,
  "holdBufCountCts": 0,
  "warning_count": 91,
  "period_used_share": 0.3147,
  "hold_violations": 0,
  "netlist_area_sq_um": 112900,
  "power.density_nw_per_um2": 49.96,
  "yosysTopAreaCell": "edfxtp_1",
  "hp-class": "reg2reg",
  "p_switching_mw": 1.458,
  "clk_path_buf_depth": 4,
  "startpoint_type": "input pin",
  "vias_per_cell": 5.359,
  "cp-startpoint": "inst[16]",
  "ys_cells": 6046,
  "rows": 224,
  "cts_buffers": 277,
  "yosys.area.top_type_share": 0.5449,
  "hpwlAfterDp_um": 205700,
  "die_w_um": 615.3,
  "area_leaders": "edfxtp_1, mux4_2, dfxtp_1",
  "portBuffers": 223,
  "fmax_ghz": 0.09320,
  "ys_warn_count": 5,
  "stdcell_area_sq_um": 130900,
  "grt_max_degree": 79,
  "critPathMaxStageDelay_ns": 0.77,
  "htreeDepth": 5,
  "cp_data_required_time_ns": 34.84,
  "top_cells_by_count": "edfxtp_1, mux4_2, dfxtp_1",
  "clkPwrFrac": 0.456,
  "yosys.stat.seqShare": 0.6227,
  "edf_count": 2048,
  "power.internal_mw": 5.080,
  "synth-seq-cells": 2471,
  "first_pass_iters": 7,
  "setup_viol": 0,
  "synth_cell_type_count": 79,
  "seqPwrFrac": 0.497,
  "path_cells": "buf_8, buf_4, buf_4, buf_4, buf_4, mux4_2, mux4_2, mux2i_1, nor2_1",
  "overflow": 0,
  "drive_gt1_frac": 0.3057
}
state kept, by name, indices dropped and copies added (netlist names), 12 cells and up:
name,flops
ex_mem_Alu_out,64
ex_mem_rdata2,64
id_ex_Imm,12
id_ex_rdata1,64
id_ex_rdata2,64
mem_wb_Alu_out,64
pc,62
regfile.Regs,2048
how the worst min path moves through the flow:
stage                 slack (ns)           end  cells after the start         from
final                       0.44  ex_mem_rd[0]                      1  id_ex_rd[0]
after global routing        0.47  ex_mem_rd[0]                      1  id_ex_rd[0]
after CTS                   0.44  ex_mem_rd[0]                      1  id_ex_rd[0]
layout by cell type (no fill, tap or decap), drive strengths merged, types with 6 or more instances in the layout:
cell type	instances
clkdlybuf4s50	212
nand4	29
a211oi	12
nor2	272
mux4	1280
and3	24
nor3	15
inv	37
clkinvlp	7
buf	244
dfxtp	361
clkinv	94
nor2b	163
dfrtp	61
and2	82
nand2	229
a21o	53
o21bai	12
mux2i	303
edfxtp	2048
a21oi	72
clkbuf	372
xnor2	86
nand3	45
o21ai	238
nor4	6
bufinv	18
ha	65
xor2	49
a31oi	7
metrics by stage:
step | instances | util
floorplan | 6049 | -
detailed placement | 11030 | 0.3262
finish | 11540 | 0.3505
global placement | 11030 | 0.3262
CTS | 11540 | 0.3505
global route | 11540 | 0.3505
routing by layer:
layer | vias up | wire length [um] | track usage
met4 | 28 | 15090 | 0.06708
met1 | 31580 | 104400 | 0.1995
li1 | 25640 | - | -
met5 | - | 724 | 0.01540
met2 | 3952 | 170300 | 0.3099
met3 | 655 | 52790 | 0.1333
power by group through the flow:
stage	combinational (mW)	clock [mW]	sequential, mW
CTS	0.313	3.03	3.25
global route	0.332	3.15	3.25
finish	0.309	2.98	3.25
final cells by class:
type                    instances  area [sq um]
diodes                          5         12.51
clock buffers                 370          7634
clock inverters               133          1416
fillers                     34300        242500
inverters                      23         91.34
multi-input cells            3110         41040
flip-flops and latches       2471         70290
well taps                    4972          6221
repair buffers                458          4154
worst max-delay path: cells and delay by family:
kind | cells | cell delay (ns)
buffers and inverters | 5 | 3.20
AND/OR/NAND/NOR | 1 | 0.06
multiplexers | 3 | 1.19
logic make-up (layout without fill, tap and decap cells):
| group | Yosys count | after routing | share of synthesized area |
|---|---|---|---|
| other | 1 | 9 | 0.00003323 |
| AND-OR/OR-AND | 434 | 434 | 0.02318 |
| multiplexers | 1583 | 1583 | 0.2823 |
| adder cells (fa/ha/maj) | 66 | 66 | 0.007384 |
| flip-flops | 2471 | 2471 | 0.6227 |
| AND/OR/NAND/NOR | 888 | 888 | 0.03787 |
| buffers and inverters | 468 | 984 | 0.01603 |
| XOR/XNOR | 135 | 135 | 0.01048 |
No activity file was given, so power comes from the tool's default toggle rates.
